File: design/flow/run.sh
#!/bin/bash
# OpenROAD 26Q1-2900-gdf79404cd8, Yosys 0.63+post, stock flow scripts
make -C /OpenROAD-flow-scripts/flow DESIGN_CONFIG=/design/flow/config.mk WORK_HOME=/design/flow/orfs finish
File: design/flow/config.mk
export PLATFORM = sky130hd
export DESIGN_NAME = topModule
export DESIGN_NICKNAME = topModule
export VERILOG_FILES = /design/flow/design.v
export SDC_FILE = /design/flow/constraint.sdc
export NUM_CORES = 4
export LEC_CHECK = 1
export CORE_UTILIZATION = 50
File: design/flow/constraint.sdc
current_design topModule

set clk_period 5.9
set clk_io_pct 0.2

create_clock -name clk0 -period $clk_period [get_ports {CLOCK}]

set non_clock_inputs [all_inputs -no_clocks]
set_input_delay [expr $clk_period * $clk_io_pct] -clock clk0 $non_clock_inputs
set_output_delay [expr $clk_period * $clk_io_pct] -clock clk0 [all_outputs]
File: design/flow/design.v
`timescale 1ns / 1ps
module ReactionGame(input CLOCK, playButton, startButton, output reg [7:0] LED, output reg [3:0] Level);
parameter Level1 = 4'b0000, Level2 = 4'b0001, Level3 = 4'b0010, Level4 = 4'b0011, Level5 = 4'b0100, 
			 Level6 = 4'b0101, Level7 = 4'b0110, Level8 = 4'b0111, Level9 = 4'b1000, LevelWin = 4'b1001;
parameter Idle = 3'b000, Idle2 = 3'b001, Start = 3'b010, Right = 3'b011, Left = 3'b100, Win = 3'b101;
reg [31:0] LEDClkCounter, CurrentSpeed = 8000000;
reg LEDClk = 0;
reg [2:0] LEDState = 0;
	initial begin
		Level = Level1;
	end
	always @(posedge CLOCK) begin
		LEDClkCounter <= LEDClkCounter + 1;
		if (LEDClkCounter == CurrentSpeed) begin
			LEDClkCounter <= 0;
			LEDClk <= ~LEDClk;
		end
	end
	always @(Level) begin
		case (Level)
			Level1: CurrentSpeed <= 5000000;
			Level2: CurrentSpeed <= 4500000;
			Level3: CurrentSpeed <= 4000000;
			Level4: CurrentSpeed <= 3500000;
			Level5: CurrentSpeed <= 3000000;
			Level6: CurrentSpeed <= 2500000;
			Level7: CurrentSpeed <= 2000000;
			Level8: CurrentSpeed <= 1500000;
			Level9: CurrentSpeed <= 1000000;
			default: CurrentSpeed <= 0;
		endcase
	end
	always @(posedge LEDClk) begin
		if (playButton == 0 && (LED == 8'b00010000 || LED == 8'b00001000) && LEDState != Win) begin
			if (Level > Level8) begin
				Level = LevelWin;
				LEDState = Win;
			end
			else begin
				Level = Level + 1;
				LEDState = Idle;
			end
		end
		else if (playButton == 0 && (LED != 8'b00010000 || LED != 8'b00001000) && (LEDState != Idle && LEDState != Idle2 && LEDState != Win)) begin
			if (Level == Level1) Level = Level1;
			else Level = Level - 1;
			LEDState = Idle;
		end
		case (LEDState)
			Idle: begin
				LED = 8'b11111111;
				LEDState = Idle2;
				if (startButton == 0) LEDState = Start;
			end
			Idle2: begin
				LED = 8'b00000000;
				LEDState = Idle;
				if (startButton == 0) LEDState = Start;
			end
			Start: begin
				LED = 8'b10000000;
				LEDState = Right;
			end
			Right: begin
				LED = LED >> 1;
				if (LED == 8'b00000001) LEDState = Left;
			end
			Left: begin
				LED = LED << 1;
				if (LED == 8'b10000000) LEDState = Right;
			end
			Win: begin
				LED = 8'b00000000;
				if (startButton == 0) begin
					Level = Level1;
					LEDState = Idle;
				end
			end
			default: LEDState = Idle;
		endcase
	end
endmodule
module LevelDisplay (input CLOCK, input [3:0] Level, output COL, segdp, output reg [6:0] segs, output reg [3:0] DIG);
reg [31:0] CLK2, CLK3;
reg segmentCLK, WinCLK;
reg [1:0] digSel = 0;
reg [6:0] LevelSeg, WinSegs;
	assign COL = 1;
	assign segdp = 1;
	always @(posedge CLOCK) begin
		CLK2 = CLK2 + 1;
		CLK3 = CLK3 + 1;
		if (CLK2 == 20000) begin
			CLK2 = 0;
			segmentCLK = ~segmentCLK;
			if (segmentCLK == 1)
				digSel = digSel + 1;
		end
		if (CLK3 == 2000000) begin
			CLK3 = 0;
			WinCLK = ~WinCLK;
		end
	end
	always @(posedge segmentCLK) begin
		if (Level != 4'b1001) begin
			case(digSel)
				0: begin
					DIG <= 4'b0111;
					segs <= 7'b0111111;
				end
				1: begin
					DIG <= 4'b1011;
					segs <= 7'b1000111;
				end
				2: begin
					DIG <= 4'b1101;
					segs <= LevelSeg;
				end
				3: begin
					DIG <= 4'b1110;
					segs <= 7'b0111111;
				end
				default: segs <= 7'b1111111;
			endcase
		end
		else if (Level == 4'b1001) begin
			DIG <= 4'b0000;
			segs <= WinSegs;
		end
	end
	always @(posedge WinCLK) begin
		if (Level != 4'b1001) WinSegs <= 7'b1111110;
		else begin
			WinSegs <= (WinSegs << 1)| 1;
			if (WinSegs == 7'b1011111) WinSegs <= 7'b1111110;
		end
	end
	always @* begin
		case(Level)
			0: LevelSeg = 7'b1111001;  
			1: LevelSeg = 7'b0100100;  
			2: LevelSeg = 7'b0110000;  
			3: LevelSeg = 7'b0011001;  
			4: LevelSeg = 7'b0010010;  
			5: LevelSeg = 7'b0000010;  
			6: LevelSeg = 7'b1111000;  
			7: LevelSeg = 7'b0000000;  
			8: LevelSeg = 7'b0010000;  
			default: LevelSeg = 7'b1111111;
		endcase
	end
endmodule
module topModule(input CLOCK, input [3:0] PB, output [7:0] LED, output COL, segdp, output [3:0] DIG, output [6:0] segs);
wire [3:0] Level;
	ReactionGame U0 (CLOCK, PB[0], PB[1], LED, Level);
	LevelDisplay U1 (CLOCK, Level, COL, segdp, segs, DIG);
endmodule
==> notes.md <==
fresh numbers from the pnr run: GR Util All Layers 0.204, average size of a mapped cell 8.82 sq um, worst vdd ir 142 uV, post-route ant nets 0, vias 5474, Core Util at FP 0.521, most frequent cells in the layout 121 x dfxtp_1, 86 x nor2_1, 62 x nand2_1, endpoints left unconstrained 60, # fillers 1183, Max Cap Viol 0, initial antenna violation count 0, fin crit period 3.45 ns, Hold Buf Count CTS 0, crit end category flop, pin count of the biggest net entering global routing 31, CTS Buf Count 9, H-tree Lvls 3, slowest CP cell nor4_2, post-synthesis cell count 795, Synth cell types 72, clk buf depth 2, register-to-register setup slack 2.45 ns, Routed WL 13600 um, Commonest flop dfxtp_1, share of layout cells above drive strength 1 0.0522, DRC violation count after routing 0, total power 1.27 mW, Worst Hold Depth 1, Yosys reg bits 134, post-synthesis cell area 7010 sq um, CP Data Required Time 5.96 ns, worst slew pin tran 0.758 ns, register pins left without a clock 33, YS chip area 7010 sq um, slew margin rel. 0.488, Root Buffer clkbuf_16, setup tns final 0 ns, LEAKAGE 2.80 nW, skew final 0.00650 ns, I/O pins 26, cts repair resizes 0, sequential-to-total area share from yosys stat 0.401, die width 120 um, first-pass GRT wire length 23700 um, Worst Hold Class reg2reg, Post-synth EDFFs 13, FFs w/ async S/R, synth 0, fmax 290 MHz, YS warnings 2, DP HPWL 9920 um, Worst setup SP type flop, global route total overflow 0, hold slack 0.454 ns, RSZ-0062 raised after global routing no, Insertion Delay late pin 0.34 ns, max incr delay on CP 0.57 ns, outcome completed, area grow syn2layout 8.73%, Ant. Diodes 0, Final setup viols 0, Crit path arrival time 3.51 ns, vias per cell 5.59, CP max FO 9, Setup Fix Bufs, Post-CTS 0, Log Warnings 43, routability cong. 0.884, I/O Buffers 21, critical path cell sequence ha_1, nand4_2, nor4_2, nand3_1, xnor2_1, or4b_4, nor4_4, and2_1, Commonest Layout Cell dfxtp_1, clock slew at reported path FFs 0.07 ns, Die Height 120 um, iteration count of the initial detailed-routing pass 5, Rows 42, core area 13500 sq um, die area 14500 sq um, vias in the first global route 4936, Yosys Instances 795, Final Max Slew Viols 0, fin crit share 0.585, Fin. Hold Viols 0, CTS tree done, DR WL/cell 13.8 um, Setup CP Type reg2reg, PD cells 166 nW/um^2, worst reg-to-reg path cell count 8, Detailed Route Iter0 Violations 413
[cells in the mapped netlist (6+ instances only)]
| cell type | n | share of area |
|---|---|---|
| dfxtp_1 | 121 | 0.35 |
| nor2_1 | 86 | 0.046 |
| nand2_1 | 62 | 0.033 |
| xnor2_1 | 60 | 0.075 |
| nand3_1 | 47 | 0.034 |
| xor2_1 | 38 | 0.047 |
| nand4_1 | 32 | 0.029 |
| inv_1 | 25 | 0.013 |
| clkbuf_1 | 23 | 0.012 |
| ha_1 | 23 | 0.041 |
| nor4_1 | 23 | 0.021 |
| o21ai_0 | 22 | 0.016 |
| and3_1 | 20 | 0.018 |
| nor3_1 | 19 | 0.014 |
| a21oi_1 | 14 | 0.010 |
| edfxtp_1 | 13 | 0.056 |
| and4_1 | 11 | 0.014 |
| nor2b_1 | 9 | 0.0080 |
| or2_2 | 9 | 0.0080 |
| nand2b_1 | 8 | 0.0071 |
| a211oi_1 | 7 | 0.0075 |
| or3_1 | 7 | 0.0062 |
| a22oi_1 | 6 | 0.0064 |
| a31oi_1 | 6 | 0.0054 |
| and2_1 | 6 | 0.0054 |
[state kept, by name, summed over array words and instances, names as in the netlist, 3 cells and up]
signal            flops
U0.LEDState           3
U0.LED                8
U1.WinSegs            7
U1.DIG                4
U0.LEDClkCounter     32
U1.segs               7
U0.Level              4
U1.CLK3              32
U1.CLK2              32
[stage by stage]
step / utilization / instances / cell area (sq um) / worst slack (ns)
floorplan: - / 796 / 7010 / 2.91
global placement: 0.545 / 964 / 7340 / 2.49
detailed placement: 0.545 / 964 / 7340 / 2.44
CTS: 0.567 / 980 / 7620 / 2.42
global route: 0.567 / 980 / 7620 / 2.21
finish: 0.567 / 980 / 7620 / 2.45
[path summary, 6_finish.rpt]
path,start,endpoint
min,U0.LEDClkCounter[31]$_SDFF_PN0_,U0.LEDClkCounter[31]$_SDFF_PN0_
max,U1.CLK2[0]$_SDFF_PN0_,U1.digSel[1]$_DFFE_PP_
min reg2reg,U0.LEDClkCounter[31]$_SDFF_PN0_,U0.LEDClkCounter[31]$_SDFF_PN0_
max reg2reg,U1.CLK2[0]$_SDFF_PN0_,U1.digSel[1]$_DFFE_PP_
[area by class of cell]
class                           count  area [sq um]  area share
Clock inverter                      4          48.8     0.00640
Timing Repair Buffer               24           233      0.0305
Tap cell                          176           220      0.0289
Clock buffer                       12           236      0.0310
Multi-Input combinational cell    605          3980       0.522
Inverter                           25          93.8      0.0123
Sequential cell                   134          2810       0.369
[report_power, final]
group	switching (mW)	internal [mW]	leakage (nW)
Combinational	0.00358	0.00343	1.55
Clock	0.245	0.328	0.130
Sequential	0	0.687	1.12
Total	0.249	1.02	2.80
[worst max-delay path, delay by kind of cell, from the launching register on]
family | cells | cell delay [ns]
xor gates and xnor gates | 1 | 0.17
DFF | 1 | 0.38
and+or+nand+nor | 6 | 2.33
adders and majority gates | 1 | 0.27
[metal layers]
layer | share of wire | vias to the layer above | GRT usage | routed length [um]
met2 | 0.45 | 74 | 0.313 | 6080
met3 | 0.030 | 10 | 0.0294 | 407
met5 | 0 | - | 0 | 0
met1 | 0.51 | 2540 | 0.328 | 6950
li1 | - | 2850 | - | -
met4 | 0.0097 | 0 | 0.0170 | 131
[cell families (layout without fill, tap and decap cells)]
logic type,Yosys count,in the layout,share of synthesized area
buf+inv,57,65,0.0327
other cells,1,2,0.000535
simple gates,377,377,0.294
mux,10,10,0.0152
xor+xnor,98,98,0.122
fa+ha+maj,23,23,0.0411
compound gates,95,95,0.0928
flops,134,134,0.401
Power figures rest on the tool's default switching activity, not on a simulated workload.
